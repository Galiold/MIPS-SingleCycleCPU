File: design.v
module ALU(input [31:0] data1, data2,input [3:0] aluoperation, output reg [31:0] result, output reg zero, lt, gt);
  always@(aluoperation, data1, data2)
  begin
    case (aluoperation)
      4'b0000 : result = data1 + data2;  
      4'b0001 : result = data1 - data2;  
      4'b0010 : result = data1 & data2;  
      4'b0011 : result = data1 | data2;  
      4'b0100 : result = data1 ^ data2;  
      4'b0101 : begin                    
                  if (data1 < data2)
                    begin
                      result = 32'b1;
                    end
                  else
                    begin
                      result = 32'b0;
                    end
                end
      default : result = data1 + data2;  
    endcase
    if (data1 > data2)
      begin
       gt = 1'b1;
       lt = 1'b0; 
      end
    else if (data1 < data2)
      begin
       gt = 1'b0;
       lt = 1'b1;
    end
    else
      begin
        gt = 1'b0;
        lt = 1'b0;
    end
    if (result == 32'b00000000000000000000000000000000)
      zero = 1'b1;
    else zero=1'b0;
  end
endmodule
File: run.sh
#!/bin/bash
# OpenROAD 26Q1-2900-gdf79404cd8, Yosys 0.63+post, stock flow scripts
make -C /OpenROAD-flow-scripts/flow DESIGN_CONFIG=/design/flow/config.mk WORK_HOME=/design/flow/orfs finish
File: config.mk
export PLATFORM = sky130hd
export DESIGN_NAME = ALU
export DESIGN_NICKNAME = ALU
export VERILOG_FILES = /design/flow/design.v
export SDC_FILE = /design/flow/constraint.sdc
export NUM_CORES = 4
export LEC_CHECK = 1
export CORE_UTILIZATION = 40
File: constraint.sdc
current_design ALU

set clk_period 13.8
set clk_io_pct 0.2

create_clock -name clk0 -period $clk_period

set non_clock_inputs [all_inputs -no_clocks]
set_input_delay [expr $clk_period * $clk_io_pct] -clock clk0 $non_clock_inputs
set_output_delay [expr $clk_period * $clk_io_pct] -clock clk0 [all_outputs]
==> impl_metrics.toml <==
# generated from flow reports
[global_routing]
grt_max_degree = 41
grt_usage = 0.276
grt_pass1_vias = 6329
grt_pass1_wl_um = 34900
gr-total-overflow = 0
antenna_found_initial = 0

[logic_synthesis]
synthCells = 950
yosysCellCount = 950
synth_seq_share = 0
synth.avg_cell_area_um2 = 6.42
synth_warnings = 1
yosys-stat-area_um2 = 6100
synth_cell_types = 91
mappedNetlistArea_um2 = 6100

[min_path]
min_path_type = "in2out"
min_path_cells = 4

[placement]
dp_cells = 1185
placed_cell_area_um2 = 7170
place.gp.congestion = 0.956
dp_hpwl_um = 17300
pre_cts_slack_ns = 3.79
portBuffers = 103

[setup_path]
required_ns = 11.04
critical_path_depth = 15
crit_fanout = 12
cp-start-kind = "input pin"
crit_path_end_kind = "output port"
arrival_ns = 7.42
critPathKind = "in2out"
max_stage_delay_ns = 0.70
cp_cell_sequence = "clkdlybuf4s50_1 -> inv_1 -> ha_1 -> inv_1 -> o31ai_1 -> a221oi_1 -> and2_1 -> o311ai_1 -> and3_1 -> mux2i_1 -> o21ai_0 -> a2111oi_1 -> nand4_1 -> nor2_1 -> clkdlybuf4s50_1"
slowest_stage = "o311ai_1"
cp_top_family = "AND-OR/OR-AND gates"
crit_buf_inv = 4

[clock_network]
cts_setup_buffers = 0
hold_buffers = 0
ctsResizeCount = 0

[run]
tool_warnings = 96
maxCapViolCount = 0

[timing]
fin_crit_ns = 10.18
max_freq_mhz = 98.2
relSlewSlack = 0.260
setup_tns_ns = 0
setup_viol_count_final = 0
slew_violations = 0
fin_hold_ws_ns = 6.65
final.setup.worst_slack_ns = 3.62
hold_violations = 0
finalClockPeriodUsage = 0.738
worstMarginPinSlew_ns = 1.11
rsz0062_at_grt = "no"

[cells_and_area]
nFlopsAndLatches = 0
seq_area_um2 = 0
area_growth_pct = 17.6
final_core_util = 0.488
final_cells = 1185
clockBufferCount = 0
final_cell_area_um2 = 7170
drive_gt1_frac = 0.0470

[floorplanning]
fp_util = 0.415
die_w_um = 125
num_rows = 44
die_area_um2 = 15700
pin_count = 103
core_area_um2 = 14700
dieHeight_um = 125

[routing]
vias_per_cell = 6.24
drcViolationCount = 0
dr.pass1.iters = 23
ant_nets = 0
drt_iter0_drc = 850
antenna_cells = 0
num_vias = 7397
wirelength_um = 22100
wl_per_cell_um = 18.7

[power_and_ir_drop]
power_density_nw_per_um2 = 44.1
power_uw = 317
p_leak_nw = 3.15
ir_worst_vdd_uv = 19.2

[run_status]
status = "finished, final reports clean"
-- cell families after synthesis --
logic type | after synthesis | share of synthesized area
AND-OR/OR-AND | 374 | 0.426
XOR/XNOR | 3 | 0.00431
adder cells (fa/ha/maj) | 98 | 0.204
buffers and inverters | 165 | 0.109
multiplexers | 11 | 0.0185
AND/OR/NAND/NOR | 299 | 0.239
-- synthesized netlist by cell type, drive strengths merged (7+ instances only) --
| library cell | n | area [µm²] |
|---|---|---|
| a21o | 16 | 120 |
| a221o | 9 | 90.1 |
| nand2 | 78 | 293 |
| nor3 | 19 | 105 |
| buf | 32 | 163 |
| o311ai | 10 | 87.6 |
| inv | 102 | 383 |
| a221oi | 12 | 111 |
| o22ai | 8 | 50.1 |
| and2 | 11 | 68.8 |
| nor2 | 94 | 353 |
| nor4 | 13 | 87.6 |
| nand4 | 7 | 43.8 |
| o221ai | 7 | 67.6 |
| o31ai | 10 | 75.1 |
| clkbuf | 30 | 113 |
| a2111oi | 8 | 98.9 |
| nand2b | 8 | 50.1 |
| a21oi | 111 | 563 |
| o21ai | 64 | 324 |
| a31oi | 16 | 100 |
| a211oi | 11 | 97.6 |
| o21bai | 9 | 71.3 |
| nor2b | 14 | 90.1 |
| ha | 96 | 1200 |
| nand3 | 17 | 85.1 |
| mux2i | 9 | 90.1 |
| a211o | 9 | 78.8 |
| or3 | 9 | 56.3 |
| o211ai | 19 | 148 |
-- final timing paths --
kind | start | end | slack, ns
max | data1[13] | zero | 3.62
min | aluoperation[0] | result[4] | 6.65
-- power by group --
part	leakage (nW)	switching [mW]	internal, mW	total (mW)
combinational	3.15	0.180	0.136	0.317
clock	0	0	0	0
sequential	0	0	0	0
-- placed cells by master (no fill, tap or decap), types with 10 or more instances in the layout --
cell type	synthesis	final
a31oi_1	16	16
o211ai_1	18	18
buf_4	1	10
nand3_1	17	17
ha_1	96	96
a21o_1	16	16
inv_1	100	100
a221oi_1	11	11
o31ai_1	10	10
o21ai_0	57	57
nor2b_1	13	13
nor4_1	12	12
nor3_1	17	17
clkdlybuf4s50_1	0	102
a21oi_1	109	109
nand2_1	78	78
and2_1	11	11
nor2_1	94	94
-- per-layer routing --
layer | part of all wire | track usage | wire length, µm | up-vias
li1 | - | - | - | 3605
met1 | 0.48 | 0.453 | 10600 | 3378
met2 | 0.41 | 0.392 | 9020 | 394
met3 | 0.10 | 0.0331 | 2270 | 20
met4 | 0.010 | 0.0251 | 223 | 0
met5 | 0 | 0 | 0 | -
-- layout make-up --
type	instances	area, µm²
Inverter	103	387
Multi-Input combinational cell	785	5450
Fill cell	1498	7530
Tap cell	184	230
Timing Repair Buffer	113	1100
Power and IR drop assume default switching activity.
