`design/flow/config.mk`:
```
export PLATFORM = sky130hd
export DESIGN_NAME = RegFile
export DESIGN_NICKNAME = RegFile
export VERILOG_FILES = /design/flow/design.v
export SDC_FILE = /design/flow/constraint.sdc
export NUM_CORES = 4
export LEC_CHECK = 1
export CORE_UTILIZATION = 40
```
`design/flow/constraint.sdc`:
```
current_design RegFile

set clk_period 10.0
set clk_io_pct 0.2

create_clock -name clk0 -period $clk_period [get_ports {clk}]

set non_clock_inputs [all_inputs -no_clocks]
set_input_delay [expr $clk_period * $clk_io_pct] -clock clk0 $non_clock_inputs
set_output_delay [expr $clk_period * $clk_io_pct] -clock clk0 [all_outputs]
```
`design/flow/design.v`:
```
module RegFile (clk,readreg1, readreg2, writereg, writedata, RegWrite, readdata1, readdata2);
  input [4:0] readreg1, readreg2, writereg;
  input [31:0] writedata;
  input RegWrite,clk;
  output [31:0] readdata1;
output [31:0] readdata2;
  reg [31:0] regfile [31:0];
  integer i;
  initial begin
    regfile [0] = 0;
      for (i=1; i<32; i=i+1)   
        regfile[i]= 10;
  end
  always @(posedge clk)
  begin
    regfile [0] = 0;
		  	if (RegWrite) 
	 				regfile[writereg] <= writedata;
  end
  assign readdata1 = regfile[readreg1];
  assign readdata2 = regfile[readreg2];
endmodule
```
`design/flow/run.sh`:
```
#!/bin/bash
# OpenROAD 26Q1-2900-gdf79404cd8, Yosys 0.63+post, stock flow scripts
make -C /OpenROAD-flow-scripts/flow DESIGN_CONFIG=/design/flow/config.mk WORK_HOME=/design/flow/orfs finish
```
==> CHANGELOG.md <==
### Metrics

- Sum of overflow across all layers after global routing: 0
- Post-synthesis instance area: 48700 sq um
- Number of buffers inserted by port buffering: 112
- Floorplan core density: 40.4%
- All-layer global routing usage: 26.8%
- Hold_sp: writedata[16]
- Gate count after technology mapping: 3421
- Max-slew violation total from the final report: 0
- Post-Route WL: 153 mm
- Vias per Instance: 5.92
- Worst Setup Start Kind: input port
- Via count of the first global-routing pass: 32107
- Mean cell area of the mapped netlist: 14.2 sq um
- Critical Path Source: readreg1[2]
- Hold Path End: regfile[10][16]$_DFFE_PP_
- Power Density: 175 nW/um^2
- Crit path setup slack, layout: 2.55 ns
- CP arrival: 5.45 ns
- Nature of the critical path endpoint: primary output
- Cell at the root of the clock tree: sky130_fd_sc_hd__clkbuf_16
- X dimension of the die: 351 um
- Final design utilization: 45.9%
- Final sum of negative setup slack: 0 ns
- Post-synthesis cell count from yosys: 3421
- Leak pwr: 20.3 nW
- Setup repair after global routing missed its margin: no
- Max reg flops: 1024
- Maximum Capacitance Violations: 0
- Post-synthesis sequential element count: 1024
- Yosys-reported design area after synthesis: 48700 sq um
- Number of buffers added to fix hold violations after cts: 0
- Number of ports placed on the die boundary: 113
- Final Setup Violations: 0
- Class of the worst hold path: input port to flop
- Core Region: 120000 sq um
- Number of library cell types mapped by synthesis: 27
- Logic cell area: 17000 sq um
- Die Span Y: 351 um
- Quantity of gates resized following cts: 0
- Antenna violations before repair: 16
- Largest reg by FF count: regfile
- Number of warnings in the stage logs: 26
- Placer congestion estimate: 0.871
- Sequential cell area fraction in the yosys report: 62.5%
- Critical Path Slowest Stage Cell: sky130_fd_sc_hd__nor2b_4
- Share of cells above drive strength 1: 9.24%
- Time the worst path needs with I/O delays and setup: 7.45 ns
- DR DRC count: 0
- Number of setup buffers added after CTS: 0
- Count of routing violations after the opening detailed-route iteration: 1961
- Crit path buffers/inverters: 3
- CTS tree: yes
- Final Cycle Share: 74.5%
- Buffer depth of the longest clock path: 3
- Maximum level of the CTS H-tree: 3
- Largest registers: regfile x1024
- Final worst hold slack: 2.13 ns
- Global-route wire length before repair: 218 mm
- Worst IR Drop VDD: 135 uV
- CP max FO: 42
- Clock slew at the register clock pins of the worst setup and hold paths: 0.06 ns
- Headroom to the max-slew limit: 35.2%
- Pin count of the biggest net entering global routing: 93
- Routed length per instance: 29.4 um
- Filler Cell Count: 10369
- Total number of placement rows: 127
- Dpl ws: 2.51 ns
- Category of the most critical setup path: input port to primary output
- Vias post-DR: 30909
- Floorplan die area: 123000 sq um
- FF/Latch Area: 30400 sq um
- Result of the run: complete, no violations
- Half-perimeter wire length after detailed placement: 82.8 mm
- Dominant logic cell type in the layout: sky130_fd_sc_hd__mux2i_1
- Worst hold path stage count: 2
- Timing-limited maximum frequency: 0.134 GHz
- Count of endpoints failing hold in the final timing report: 0
- Top logic cells by instance count in the layout: sky130_fd_sc_hd__mux2i_1 (1024), sky130_fd_sc_hd__edfxtp_1 (992), sky130_fd_sc_hd__nand3_1 (194)
- Worst path required time: 8.00 ns
- Remaining antenna violation count: 0
- Worst path max stage delay: 0.76 ns
- Most used cell along the critical path: sky130_fd_sc_hd__clkdlybuf4s50_1
- Area overhead of the layout relative to synthesis: 13.5%
- CP Cell Sequence: clkdlybuf4s50_1 -> nor2b_4 -> buf_4 -> a22o_1 -> nor3_1 -> a31oi_1 -> nand3_1 -> clkdlybuf4s50_1
- Clk sink count: 1024
- Number of buffers created by CTS: 107
- Worst-Margin Slew: 0.970 ns
- Yosys warning tally: 1
- Largest delay share family, worst path: buffers and inverters
- First-pass detailed-route iteration total: 5
-- per-layer routing --
| layer | vias to the layer above | wire [um] | GRT usage (%) | share of wire [%] |
|---|---|---|---|---|
| met5 | - | 358 | 1.37 | 0.23 |
| met4 | 26 | 5030 | 7.04 | 3.3 |
| met3 | 312 | 23700 | 17.7 | 15 |
| met2 | 1581 | 69300 | 39.2 | 45 |
| met1 | 15322 | 55000 | 33.4 | 36 |
| li1 | 13668 | - | - | - |
-- cell families (layout without fill, tap and decap cells) --
kind of cell / after synthesis / count (layout) / synth area share, %
mux: 1024 / 1024 / 21.1
flops: 1024 / 1024 / 62.5
compound gates: 576 / 576 / 8.06
simple gates: 541 / 541 / 5.14
buf+inv: 256 / 440 / 3.19
other cells: 0 / 5 / 0
-- final cells by class --
| cell class | count | area share (%) |
|---|---|---|
| diodes | 5 | 0.0227 |
| clock buffers | 150 | 5.38 |
| flip-flops and latches | 1024 | 55.1 |
| multi-input cells | 2141 | 30.8 |
| well taps | 1612 | 3.65 |
| clock inverters | 47 | 0.968 |
| repair buffers | 243 | 4.10 |
-- per-stage QoR --
| stage | cells | cell area, sq um | power [mW] |
|---|---|---|---|
| 2_1_floorplan | 3421 | 48700 | 5.36 |
| 3_3_place_gp | 5020 | 51700 | 5.73 |
| 3_5_place_dp | 5020 | 51700 | 5.74 |
| 4_1_cts | 5217 | 55200 | 9.69 |
| 5_1_grt | 5221 | 55200 | 9.91 |
| 6_report | 5222 | 55200 | 9.64 |
-- synth_stat cells --
| library cell | n | share of area, % |
|---|---|---|
| sky130_fd_sc_hd__and2_1 | 34 | 0.44 |
| sky130_fd_sc_hd__clkbuf_2 | 1 | 0.010 |
| sky130_fd_sc_hd__nor2_1 | 34 | 0.26 |
| sky130_fd_sc_hd__clkbuf_4 | 4 | 0.062 |
| sky130_fd_sc_hd__or3b_1 | 1 | 0.018 |
| sky130_fd_sc_hd__buf_4 | 57 | 0.88 |
| sky130_fd_sc_hd__a31oi_1 | 64 | 0.82 |
| sky130_fd_sc_hd__nor3_1 | 64 | 0.66 |
| sky130_fd_sc_hd__clkbuf_1 | 80 | 0.62 |
| sky130_fd_sc_hd__buf_2 | 66 | 0.68 |
| sky130_fd_sc_hd__buf_6 | 37 | 0.86 |
| sky130_fd_sc_hd__or2_2 | 2 | 0.026 |
| sky130_fd_sc_hd__or3_1 | 1 | 0.013 |
| sky130_fd_sc_hd__nor2b_1 | 4 | 0.051 |
| sky130_fd_sc_hd__nand3b_1 | 5 | 0.077 |
| sky130_fd_sc_hd__edfxtp_1 | 992 | 61 |
| sky130_fd_sc_hd__or3b_2 | 2 | 0.036 |
| sky130_fd_sc_hd__a22oi_1 | 192 | 3.0 |
| sky130_fd_sc_hd__a22o_1 | 128 | 2.3 |
| sky130_fd_sc_hd__nor2_2 | 1 | 0.013 |
| sky130_fd_sc_hd__mux2i_1 | 1024 | 21 |
| sky130_fd_sc_hd__nand3_1 | 194 | 2.0 |
| sky130_fd_sc_hd__buf_1 | 11 | 0.085 |
| sky130_fd_sc_hd__nand2b_1 | 4 | 0.051 |
| sky130_fd_sc_hd__dfxtp_1 | 32 | 1.3 |
| sky130_fd_sc_hd__nand2_1 | 195 | 1.5 |
| sky130_fd_sc_hd__a21oi_1 | 192 | 2.0 |
-- worst max-delay path by stage --
stage / endpoint / depth (start not counted)
CTS: readdata1[13] / 8
global route: readdata1[13] / 8
finish: readdata1[13] / 8
-- where the power goes --
group / switching, mW / leakage (nW) / internal [mW]
registers: 0.0196 / 9.19 / 4.76
logic: 0.547 / 9.35 / 0.332
clock network: 1.64 / 1.72 / 2.35
total: 2.21 / 20.3 / 7.44
Power and IR drop assume default switching activity.
