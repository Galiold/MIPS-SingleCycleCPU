## flow/run.sh

```bash
#!/bin/bash
# OpenROAD 26Q1-2900-gdf79404cd8, Yosys 0.63+post, stock flow scripts
make -C /OpenROAD-flow-scripts/flow DESIGN_CONFIG=/design/flow/config.mk WORK_HOME=/design/flow/orfs finish
```

## flow/config.mk

```make
export PLATFORM = sky130hd
export DESIGN_NAME = MUX32
export DESIGN_NICKNAME = MUX32
export VERILOG_FILES = /design/flow/design.v
export SDC_FILE = /design/flow/constraint.sdc
export NUM_CORES = 4
export LEC_CHECK = 1
export CORE_AREA = 10 10 71 71
export DIE_AREA = 0 0 81 81
```

## flow/constraint.sdc

```tcl
current_design MUX32

set clk_period 1.0
set clk_io_pct 0.2

create_clock -name clk0 -period $clk_period

set non_clock_inputs [all_inputs -no_clocks]
set_input_delay [expr $clk_period * $clk_io_pct] -clock clk0 $non_clock_inputs
set_output_delay [expr $clk_period * $clk_io_pct] -clock clk0 [all_outputs]
```

## flow/design.v

```verilog
module MUX32 (input select, input [31:0] in0, in1, output reg [31:0] out);
always @(*) begin 
	case (select)
		1'b0 : out = in0;
		1'b1 : out = in1;
	endcase
end
endmodule
```

==> flow_metrics.tcl <==
# place-and-route summary
set metrics [dict create \
    num_vias 715 \
    postLayoutSetupSlackWorst_ns -0.179 \
    via_per_inst 3.82 \
    drt_pass1_iterations 2 \
    clkbuf_count 0 \
    syn_avg_cell_area_sq_um 15.1 \
    critPathMaxFanout 6 \
    topCellsByArea "mux2_4, buf_12, mux2_2" \
    ys_top_logic_family "multiplexers" \
    period_used_pct 118 \
    yosysTopAreaCell "mux2_4" \
    area_delta_synth_final_pct 192 \
    cpMostUsedCell "buf_12" \
    violations "negative setup slack" \
    synth_warnings 1 \
    switchingPower_uw 137 \
    common_cells "mux2_4, buf_12, mux2_2" \
    arrival_ns 0.98 \
    met3_length_um 350 \
    ys_sh_xor_pct 0 \
    drive_gt1_share_pct 54.0 \
    synth_top_area_share_pct 82.8 \
    clock_power_share_pct 0 \
    rsz0062_at_grt "yes" \
    num_rows 22 \
    route.met2.wl_mm 1.45 \
    coreArea_sq_um 3630 \
    hold_class "input port to primary output" \
    end_kind "primary output" \
    die_area_sq_um 6560 \
    ys_cells 36 \
    critPathBufInv 4 \
    power.share.switching_pct 22.0 \
    drtAntennaViolNets 0 \
    ys_types 4 \
    setup_violations 32 \
    slew_violations 0 \
    ys_seq_share_pct 0 \
    synth.most_common_cell "mux2_4" \
    routed_wl_mm 2.88 \
    crit_chain "buf_12 -> buf_12 -> buf_12 -> mux2_4 -> buf_6" \
    ys_area_sq_um 544 \
    synthAoiAreaFrac_pct 0 \
    flop-count 0 \
    grt_pass1_vias 764 \
    grt_max_degree 11 \
    dr.first_iter.drc_count 3 \
    fmax_ghz 0.848 \
    ys_sh_mux_pct 86.9 \
    hold_viol 0 \
    io_buffer_count 97 \
    fp_util_pct 15.0 \
    dpl.hpwl_mm 2.50 \
    insertedDiodeCount 0 \
    grt_usage_pct 7.79 \
    ys_sh_adder_pct 0 \
    cp-start-kind "input port" \
    power.leakage_nw 0.872 \
    relSlewSlack_pct 94.2 \
    drc 0 \
    cp_slowest_cell "mux2_4" \
    cpPeakStageDelay_ns 0.29 \
    min_period_ns 1.18 \
    grt_overflow_total 0 \
    wl_per_cell_um 15.4 \
    fillers 357 \
    dr.max_layer_used "met3" \
    ios 97 \
    intPower_uw 487 \
    ys_sh_simple_pct 0 \
    total_power_uw 624 \
    wl_met1_mm 1.08 \
    seq_power_share_pct 0 \
    gp_congestion 0.832 \
    antenna_found_initial 0 \
    crit_family "buffers and inverters" \
    critPathKind "input port to primary output" \
    seq_area_sq_um 0 \
    cap_violations 0 \
    pwr-share-comb_pct 100.0 \
    syn_inst 36 \
    worst_pin_slew_ns 0.0870 \
    die_h_um 81 \
    placed_area_sq_um 1540 \
    die_width_um 81 \
    cp_data_required_time_ns 0.80 \
    grt_first_pass_wirelength_mm 4.14 \
    status "finished with violations" \
    syn_area_sq_um 544 \
    setup_tns_ns -3.30 \
    irDropWorstVdd_uv 169 \
    final_area_sq_um 1590 \
    warning_count 34 \
    power_density_nw_per_um2 392 \
]
[layout by cell type, fill, tap and decap left out]
cell	count
dlygate4sd2_1	51
buf_6	23
buf_16	2
dlymetal6s2s_1	4
mux2_2	1
mux2_4	31
clkdlybuf4s50_1	9
buf_12	4
buf_4	1
buf_2	13
[timing repair]
| item | 4_1_cts | 5_1_grt |
|---|---|---|
| gates cloned | 2 | 0 |
| hold buffers | 0 | 0 |
| endpoints found under the setup margin | 32 | 32 |
| resized | 171 | 10 |
| setup buffers | 5 | 1 |
[power groups by stage]
stage	clock [mW]	combinational, mW	sequential (mW)
5_1_grt	0	0.666	0
6_report	0	0.624	0
4_1_cts	0	0.614	0
[per-layer routing]
metal,track usage [%],vias to the layer above
li1,-,345
met1,9.03,320
met2,14.3,50
met3,2.78,0
met4,0,0
met5,0,-
[through the flow]
step | setup slack, ns | util (%) | hold slack [ns] | instances
floorplan | 0.0669 | - | 0.498 | 36
global route | -0.196 | 43.8 | 0.717 | 187
detailed placement | -0.512 | 42.4 | 1.19 | 179
CTS | -0.181 | 42.3 | 0.751 | 186
finish | -0.179 | 43.8 | 0.691 | 187
global placement | -0.504 | 42.4 | 1.17 | 179
[worst paths after layout]
| check | start | endpoint | cells after the start |
|---|---|---|---|
| max | select | out[4] | 5 |
| min | in1[29] | out[29] | 3 |
[cell families (layout without fill, tap and decap cells)]
logic type,Yosys count,count (layout)
buffers and inverters,4,107
multiplexers,32,32
[final cells by class]
type               instances  area, sq um  share of cell area [%]
multi-input cells         32          477                    30.0
repair buffers           107         1050                    66.2
well taps                 48         60.1                    3.78
Power and IR drop assume default switching activity.
